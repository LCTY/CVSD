==> ./design.v <==
module fifo (data_i, write_i, read_i, full_o, empty_o, data_o, clk, rst_n);
parameter DWIDTH = 8, FDEPTH = 5;
input [DWIDTH-1:0] data_i;
input write_i, read_i;
output reg full_o, empty_o;
output [DWIDTH-1:0] data_o;
input clk, rst_n;
reg [DWIDTH-1:0] mem [FDEPTH-1:0];
reg [3-1:0] counter;
reg [3-1:0] write_add, read_add;
assign data_o = (read_i && !empty_o) ? mem[read_add] : 8'd0;
always@(*) begin
	if (counter == 0) empty_o = 1'b1;
	else empty_o = 0;
	if (counter == 3'd5) full_o = 1'b1;
	else full_o = 0;
end
always @(posedge clk or negedge rst_n) begin
	if (!rst_n) begin
		counter <= 0;
		read_add <= 0;
		write_add <= 0;
	end
	else begin
		case ({write_i,read_i})
			2'b00: begin	 
				counter <= counter;
				read_add <= read_add;
				write_add <= write_add;
			end
			2'b01: begin	 
				if (counter == 0) begin	 
					counter <= counter;
					read_add <= read_add;
				end
				else begin
					counter <= counter - 1'b1;
					read_add <= (read_add == 3'd4) ? 3'd0 : read_add + 1'b1;
				end
				write_add <= write_add;
			end
			2'b10: begin	 
				if (counter == 3'd5) begin	 
					counter <= counter;
					write_add <= write_add;
				end
				else begin
					mem[write_add] <= data_i;
					counter <= counter + 1'b1;
					write_add <= (write_add == 3'd4) ? 3'd0 : write_add + 1'b1;
				end
				read_add <= read_add;
			end
			2'b11: begin	 
				if (counter == 0) begin  
					counter <= counter;
					read_add <= read_add;
					write_add <= write_add;
				end
				else if (counter == 3'd5) begin  
					counter <= counter;
					read_add <= (read_add == 3'd4) ? 3'd0 : read_add + 1'b1;
					write_add <= write_add;
				end
				else begin
					mem[write_add] <= data_i;
					counter <= counter;
					read_add <= (read_add == 3'd4) ? 3'd0 : read_add + 1'b1;
					write_add <= (write_add == 3'd4) ? 3'd0 : write_add + 1'b1;
				end
			end
		endcase
	end
end
endmodule
module path(clk, rst_n, data1_i, data2_i, valid1_i, valid2_i, data_o, req_o, gnt_i, stop1_o, stop2_o, valid_o);
parameter DWIDTH = 8;
parameter FDEPTH = 5;
input clk;
input rst_n;
input [DWIDTH-1:0] data1_i;
input [DWIDTH-1:0] data2_i;
input valid1_i;
input valid2_i;
input gnt_i;
output reg req_o;
output reg stop1_o;
output reg stop2_o;
output reg [DWIDTH-1:0] data_o;
output reg valid_o;
wire [DWIDTH-1:0] fifo_o;
wire full, empty, almost_full, valid_i;
wire bypass;
wire read_i;
wire write_i;
reg [DWIDTH-1:0] data_i, data_i_bypass;
reg select;
reg [4-1:0] counter;
assign write_i = (!bypass && ((valid1_i && !stop1_o) || (valid2_i && !stop2_o))) ? 1'b1 : 1'b0;
assign read_i = (gnt_i && !empty) ? 1'b1 : 1'b0;
assign valid_i = (valid1_i || valid2_i) ? 1'b1 : 1'b0;
assign bypass = (empty && gnt_i && valid_i) ? 1'b1 : 1'b0;
always@(*) begin
	if (select == 1'b0) begin	 
		if (full && !gnt_i) stop1_o = 1'b1;
		else stop1_o = 0;
		stop2_o = 1'b1;
	end
	else begin	  
		stop1_o = 1'b1;
		if (full && !gnt_i) stop2_o = 1'b1;
		else stop2_o = 0;
	end
	if (select == 1'b0) data_i = data1_i;
	else data_i = data2_i;
end
always @(posedge clk, negedge rst_n)	begin
    if (!rst_n) begin
		counter <= 0;
		select <= 0;
		req_o <= 0;
		valid_o <= 0;
		data_i_bypass <= 0;
	end
	else begin
		if (valid_i) begin
			if (counter < 4'd9) begin
				counter <= counter + 1'b1;
				select <= select;
			end
			else begin
				counter <= 0;
				select <= ~select;
			end
			end
		else begin
			counter <= counter;
			select <= select;
		end
		if (valid_i || !empty || bypass) req_o <= 1'b1;
		else req_o <= 0;
		if (read_i || bypass) valid_o <= 1'b1;
		else valid_o <= 0;
		data_i_bypass <= data_i;
		if (bypass) data_o <= data_i;
		else data_o <= fifo_o;
	end
end
fifo fifo_inst (.data_i(data_i), .write_i(write_i), .read_i(read_i),
                .full_o(full), .empty_o(empty),
                .data_o(fifo_o), .clk(clk), .rst_n(rst_n));
endmodule
==> ./run.sh <==
#!/bin/bash
# OpenROAD 26Q1-2900-gdf79404cd8, Yosys 0.63+post, stock flow scripts
make -C /OpenROAD-flow-scripts/flow DESIGN_CONFIG=/design/flow/config.mk WORK_HOME=/design/flow/orfs finish
==> ./config.mk <==
export PLATFORM = sky130hd
export DESIGN_NAME = path
export DESIGN_NICKNAME = path
export VERILOG_FILES = /design/flow/design.v
export SDC_FILE = /design/flow/constraint.sdc
export NUM_CORES = 4
export LEC_CHECK = 1
export CORE_UTILIZATION = 40
==> ./constraint.sdc <==
current_design path

set clk_period 3.7
set clk_io_pct 0.2

create_clock -name clk0 -period $clk_period [get_ports {clk}]

set non_clock_inputs [all_inputs -no_clocks]
set_input_delay [expr $clk_period * $clk_io_pct] -clock clk0 $non_clock_inputs
set_output_delay [expr $clk_period * $clk_io_pct] -clock clk0 [all_outputs]
==> results_slide.txt <==
Flow Results at a Glance

Yosys
  – Yosys synthesis chip area: 3030 um^2
  – Synth Seq Share: 0.609
  – Post-synth EDFFs: about 48
  – Simple-gate area share of the yosys netlist: 0.0947
  – Synth Flop Type: edfxtp_1
  – Largest logic family: AND-OR/OR-AND gates
  – Syn. warnings: 3
  – Synth Instances: 225
  – XORs/XNORs by Area: 0.00579
  – Top-count cell post-synth: edfxtp_1
  – Top post-synthesis cells by count: edfxtp_1 (48), dfrtp_1 (16), ha_1 (16), o21ai_0 (16)
  – Synthesized area: 3030 um^2
  – Adder Area Share: 0.0728
  – Cell Type Count: between 40 and 50
  – Synth Register Bits: 64
  – Top cells, area: edfxtp_1 (48%), dfrtp_1 (13%), ha_1 (6.6%)
  – Fraction of registers with async set/reset: 0.250
  – Dominant cell area share: 0.476
  – Post-synth top area cell: edfxtp_1
  – Yosys Instances: 225
  – AO/OA Area Share: 0.129
  – Mux share: 0.0480
  – Mapped Avg Cell Area: 13.4 um^2

Clocking
  – Clock Latency Late Sink: 0.33 ns
  – H-tree depth: 3
  – CTS Sinks: between 60 and 70
  – Post-CTS Resized: 0
  – Max Buffers Root-to-Sink: 2
  – Clock-pin slew of the registers on the worst-case setup and hold paths: ~0.07 ns
  – Post-CTS Setup Bufs: 0
  – CTS tree: done
  – CTS Buf Count: 9
  – Clock root buffer: clkbuf_8
  – Post-CTS Hold Fix Bufs: 0

Worst hold path
  – Hold Path Stages: 1
  – Hold Path Class: reg2reg

GRT
  – Largest net degree at the start of global routing: 25
  – Tot GR Track Use: 0.149
  – First-pass GRT wire length: ~8400 um
  – Antenna violations before repair: 0
  – Vias in the first global route: 1,666
  – Global route overflow: 0

Final layout
  – Area Growth Syn to Fin: 20.0%
  – Fill cells: 643
  – Share of layout cells above drive strength 1: 0.146

Worst setup path
  – RR Endpoint: fifo_inst.mem[2][3]$_DFFE_PP_
  – CP arrival: slightly above 3 ns
  – R2R depth: 8
  – Worst setup startpoint: valid1_i
  – CP Max Fanout: 8
  – CP Data Required Time: 3.74 ns
  – Crit path capture: fifo_inst.mem[2][3]$_DFFE_PP_
  – Kind of critical path: in2reg
  – Setup crit start kind: input pin
  – R2r startpoint: fifo_inst.counter[2]$_DFFE_PN0P_
  – Setup crit end kind: register
  – FF-to-FF setup slack: 0.93 ns

Floorplanning
  – Fp util: 0.415
  – DIE HEIGHT: about 89 um
  – Die ar.: 7920 um^2
  – Row cnt: 31
  – I/O pin count: 33
  – Die Span X: 89.0 um
  – Core footprint: 7290 um^2

Final timing
  – Final worst clock skew: 0.00760 ns
  – Unrepaired setup endpoints after global routing: false
  – Fmax: between 0.3 and 0.4 GHz
  – Endpoints failing setup: 0
  – TNS Setup: 0 ns
  – Slew HR: 0.593
  – Part of the cycle the worst path needs: 0.806
  – Max Slew Vio Count: 0
  – Final hold vios: 0
  – Hold slack: about 0.51 ns
  – Minimum clock period: 2.98 ns
  – Worst Tran Pin Value: 0.610 ns

Status
  – Status: finished clean

Detailed routing
  – N_diodes: 0
  – Routed wire length: 5230 um
  – Vias/cell: around 5
  – DR pass1 iterations: 6
  – DRC: 0
  – Final ANT Viol Nets: 0
  – Drt wl/cell: 14.3 um
  – 1st-iter DRT viols: just under 90
  – Vias after detailed routing: 1,829

Power and ir drop
  – Pwr Total: 2680 uW
  – Worst vdd ir: 0.278 mV
  – Pwr per Cell Area: ~740 nW/um^2
  – LEAKAGE: about 0.0013 uW

Flow run
  – OpenROAD warning count: 35
  – Max-Cap Viols: 0

Placement
  – Final HPWL DP: approximately 3800 um
  – Placer Congestion: 0.820
  – PortBufs: 32
stage by stage:
stage	instances	instance area [um^2]	setup WS, ns	util
after floorplan	225	3030	0.630	-
after global placement	350	3440	0.469	0.472
after detailed placement	350	3440	0.366	0.472
after CTS	366	3630	0.726	0.498
after global routing	366	3630	0.554	0.498
final	366	3630	0.718	0.498
layer usage:
metal / global-route usage / wire length (um)
met1: 0.271 / 2790
met2: 0.191 / 2080
met3: 0.0496 / 304
met4: 0.0159 / 55
met5: 0 / 0
registers in the layout (all words and copies together) (netlist names):
name and flops:
fifo_inst.write_add 3, fifo_inst.read_add 3, data_o 8, valid_o 1, fifo_inst.counter 3, fifo_inst.mem 40, select 1, req_o 1
counter 4
cells in the final DEF (no fill, tap or decap), types with 2 or more instances in the layout:
| master | count |
|---|---|
| dfrtp_1 | 16 |
| a21oi_1 | 3 |
| nand3_1 | 3 |
| clkbuf_8 | 9 |
| o221a_2 | 2 |
| clkdlybuf4s50_1 | 32 |
| o21ai_0 | 16 |
| buf_4 | 7 |
| a22oi_1 | 8 |
| a221o_1 | 8 |
| xor2_1 | 2 |
| nor3_1 | 3 |
| nand2_1 | 9 |
| clkinvlp_4 | 2 |
| a32oi_1 | 8 |
| nor2b_1 | 9 |
| mux2_2 | 12 |
| nand2b_1 | 4 |
| o221ai_1 | 2 |
| clkinv_1 | 2 |
| nor3b_1 | 3 |
| inv_1 | 12 |
| ha_1 | 16 |
| edfxtp_1 | 48 |
| clkinv_2 | 2 |
| nor2_1 | 10 |
critical path: stages:
cell             delay, ns
clkdlybuf4s50_1       0.52
or2_0                 0.16
a31oi_1               0.12
o221a_2               0.29
ha_1                  0.19
a21boi_0              0.23
o221ai_1              0.30
nor3b_1               0.27
buf_4                 0.21
worst min path at each step:
stage / to / start
CTS: counter[3]$_DFFE_PN0P_ / counter[3]$_DFFE_PN0P_
global route: counter[2]$_DFFE_PN0P_ / counter[2]$_DFFE_PN0P_
finish: counter[3]$_DFFE_PN0P_ / counter[3]$_DFFE_PN0P_
area by class of cell:
cell class                      count  area (um^2)  area share
Clock buffer                        9          124      0.0341
Clock inverter                      7         62.6      0.0172
Inverter                           12         45.0      0.0124
Multi-Input combinational cell    136         1060       0.292
Sequential cell                    64         1840       0.507
Tap cell                           99          124      0.0341
Timing Repair Buffer               39          373       0.103
report_power, final:
group | internal, uW | leakage [uW] | switching (uW) | total (uW)
logic | 484 | 0.000593 | 481 | 965
registers | 985 | 0.000633 | 169 | 1150
clock network | 303 | 0.0000901 | 258 | 561
total | 1770 | 0.00132 | 908 | 2680
cell families (layout without fill, tap and decap cells):
logic type	after synthesis	in the layout
adders and majority gates	17	17
muxes	13	13
xor gates and xnor gates	2	2
AOI/OAI and AO/OA	53	53
DFF	64	64
and+or+nand+nor	51	51
buffers and inverters	25	67
Power figures rest on the tool's default switching activity, not on a simulated workload.
